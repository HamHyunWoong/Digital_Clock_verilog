<file path="./config.mk">
export PLATFORM = sky130hd
export DESIGN_NAME = decoer_selecter
export DESIGN_NICKNAME = decoer_selecter
export VERILOG_FILES = /design/flow/design.v
export SDC_FILE = /design/flow/constraint.sdc
export NUM_CORES = 4
export LEC_CHECK = 1
export CORE_AREA = 10 10 70 70
export DIE_AREA = 0 0 80 80
</file>
<file path="./constraint.sdc">
current_design decoer_selecter

set clk_period 3.0
set clk_io_pct 0.2

create_clock -name clk0 -period $clk_period

set non_clock_inputs [all_inputs -no_clocks]
set_input_delay [expr $clk_period * $clk_io_pct] -clock clk0 $non_clock_inputs
set_output_delay [expr $clk_period * $clk_io_pct] -clock clk0 [all_outputs]
</file>
<file path="./design.v">
module decoer_selecter(sw1,bcd_in1,bcd_in2,bcd_in3,bcd_in4,bcd_in5,bcd_in6,bcd_in7,bcd_in_led,bcd_in11,bcd_in22,bcd_in33,bcd_in44,bcd_in55,bcd_in66,bcd_in77,bcd_in_ledled,bcd_out1,bcd_out2,bcd_out3,bcd_out4,bcd_out5,bcd_out6,bcd_out7,bcd_out_led);
input sw1; 
input [3:0]bcd_in1;
input [3:0]bcd_in2;
input [3:0]bcd_in3;
input [3:0]bcd_in4;
input [3:0]bcd_in5;
input [3:0]bcd_in6;
input [3:0]bcd_in7;
input [3:0]bcd_in_led;
input [3:0]bcd_in11;
input [3:0]bcd_in22;
input [3:0]bcd_in33;
input [3:0]bcd_in44;
input [3:0]bcd_in55;
input [3:0]bcd_in66;
input [3:0]bcd_in77;
input [3:0]bcd_in_ledled;
output reg [3:0] bcd_out1;
output reg [3:0] bcd_out2;
output reg [3:0] bcd_out3;
output reg [3:0] bcd_out4;
output reg [3:0] bcd_out5;
output reg [3:0] bcd_out6;
output reg [3:0] bcd_out7;
output reg [3:0] bcd_out_led;
parameter S0 =0;
parameter S1 =1;
reg state;
always@(1)
begin
  if(sw1 ==0)  
		begin
		if(state ==0)
			begin
				bcd_out1 <=0;
				bcd_out2 <=0;
				bcd_out3 <=0;
				bcd_out4 <=0;
				bcd_out5 <=0;
				bcd_out6 <=0;
				bcd_out7 <=0;
				bcd_out_led <=0;
				state =1;
			end
		else if(state ==1)
			begin
			bcd_out1 <=bcd_in1;
			bcd_out2 <=bcd_in2;
			bcd_out3 <=bcd_in3;
			bcd_out4 <=bcd_in4;
			bcd_out5 <=bcd_in5;
			bcd_out6 <=bcd_in6;
			bcd_out7 <=bcd_in7;
			bcd_out_led <=bcd_in_led;
		 end
		end
	else if(sw1 ==1) 
		begin
		if(state ==1)
			begin
				bcd_out1 <=0;
				bcd_out2 <=0;
				bcd_out3 <=0;
				bcd_out4 <=0;
				bcd_out5 <=0;
				bcd_out6 <=0;
				bcd_out7 <=0;
				bcd_out_led <=0;
				state =0;
			end
		else if(state ==0)
		begin
		bcd_out1 <=11;
		bcd_out2 <=11;
		bcd_out3 <=11;
		bcd_out4 <=11;
		bcd_out5 <=11;
		bcd_out6 <=11;
		bcd_out7 <=10;
		bcd_out_led <=10;
		end
		end
end
endmodule
</file>
<file path="./run.sh">
#!/bin/bash
# OpenROAD 26Q1-2900-gdf79404cd8, Yosys 0.63+post, stock flow scripts
make -C /OpenROAD-flow-scripts/flow DESIGN_CONFIG=/design/flow/config.mk WORK_HOME=/design/flow/orfs finish
</file>
==> results.toml <==
# implementation run metrics
[final_timing]
hold_slack_ns = 2.111
period_minus_slack_ns = 2.708
untimed_endpoints = 1
slew_violations = 0
unclocked_pins = 1
fin_setup_tns_ns = 0
finalClockPeriodUsage = 0.9027
tightestPinTransition_ns = 0.2699
slew_headroom = 0.8200
rsz0062_at_grt = "false"
fmax_mhz = 369.3
setup_viol = 0
hold_viol = 0
fin_ws_ns = 0.2920

[place]
postPlaceCellArea_sq_um = 1012
detailed_place_hpwl_um = 1635
gp_congestion = 0.7388
place_ws_ns = 0.2955
portBuffers = 65

[routing]
wl_um = 1908
firstDrtPassIters = 2
drc_errors = 0
wl_per_cell_um = 12.72
vias_per_cell = 3.520
vias = 528
drt_iter0_drc = 5
antennaDiodeCount = 0
ant_nets = 0

[cells_and_area]
syn2layout_area_growth_pct = 230.2
post-route-cell-area_sq_um = 1012
final_common_cell = "clkdlybuf4s50_1"
layout_top_cells = "65 x clkdlybuf4s50_1, 22 x a21o_1, 10 x and2_1"
fin_util = 0.2963
largest_reg_flops = 1
drive_above_1_share = 0.04808

[floorplan]
fp_util = 0.08974
num_io_pins = 97
die_height_um = 80
rows = 21
design.core.area_sq_um = 3416
dieArea_sq_um = 6400
dieWidth_um = 80

[synthesis]
synth.distinct_cells = 9
synth_area_sq_um = 306.5
ys_seq_elements = 1
synth_area_per_cell_sq_um = 7.299
ys_warn_count = 2
ys_cells = 42
top_cells_by_area = "a21o_1 54%, and2_1 20%, buf_2 4.9%"
top_cell_area_share = 0.5388
largest_area_cell = "a21o_1"
yosys-stat-area_sq_um = 306.5
synth_cells = 42

[clocking]
cts_hold_buf = 0
post_cts_buffers = 0
cts_resized = 0

[worst_setup_path]
crit_arrival_ns = 2.11
required_ns = 2.40
end_kind = "output pin"
startpoint = "sw1"
crit_end = "bcd_out4[1]"
start_kind = "input port"
path_class = "input port to output pin"
critPathMaxFanout = 23

[power]
leakage_nw = 0.5186
vdd_drop_max_mv = 0.02109
powerDensity_nw_per_um2 = 65.04

[run_status]
status = "finished, final reports clean"

[global_route]
grt.overflow.total = 0
grt_max_degree = 25
grt_pass1_wl_um = 2877
grt_usage = 0.05408
first_global_vias = 552
antenna_found_initial = 0

[run]
drv_cap = 0
warning_count = 64

[worst_hold_path]
hp-class = "input port to output pin"
-- cells in the mapped netlist --
cell and count:
a21o_1 22, and2_1 10, buf_2 3, buf_4 2
and2b_4 1, dlxtn_1 1, inv_1 1, nor2b_4 1
or2_2 1
-- how the worst min path moves through the flow --
stage,start,to,slack [ns],cells after the start
finish,bcd_in_led[0],bcd_out_led[0],2.11,3
global route,bcd_in6[2],bcd_out6[2],2.12,3
CTS,bcd_in_led[0],bcd_out_led[0],2.12,3
-- final cells by class --
| class | instances | area [sq um] |
|---|---|---|
| fillers | 358 | 2404 |
| well taps | 46 | 57.56 |
| flip-flops and latches | 1 | 15.01 |
| repair buffers | 67 | 678.2 |
| inverters | 1 | 3.754 |
| multi-input cells | 35 | 257.7 |
-- where the power goes --
| part | switching [mW] | leakage [nW] | internal [mW] |
|---|---|---|---|
| sequential | 0 | 0.00810 | 0.000166 |
| combinational | 0.0116 | 0.510 | 0.0540 |
| clock | 0 | 0 | 0 |
| total | 0.0116 | 0.519 | 0.0542 |
-- routing by layer --
layer	up-vias	GRT usage	wire, um	share of wire
met5	-	0	0	0
met4	0	0	0	0
met3	0	0.03523	316	0.17
met2	37	0.08106	797	0.42
met1	225	0.06742	794	0.42
li1	266	-	-	-
-- stage by stage --
stage	total power [mW]	instances
6_report	0.06584	150
4_1_cts	0.06700	150
3_5_place_dp	0.06630	150
3_3_place_gp	0.06596	150
2_1_floorplan	0.007636	42
5_1_grt	0.07121	150
-- cells by family (layout without fill, tap and decap cells) --
kind of cell | after synthesis | in the layout | share of synthesized area
buffers and inverters | 6 | 68 | 0.1102
latches | 1 | 1 | 0.04897
and+or+nand+nor | 13 | 13 | 0.3020
AOI/OAI and AO/OA | 22 | 22 | 0.5388
-- worst max-delay path, stage by stage --
cell and delay [ns]:
clkdlybuf4s50_1 0.55, and2b_4 0.34, a21o_1 0.13, clkdlybuf4s50_1 0.48
Power figures rest on the tool's default switching activity, not on a simulated workload.
