### /design/flow/design.v
module slot_machine(sw3, key3, clk_random,
       slot_bcd1, slot_bcd2, slot_bcd3, mode, carry3);
input sw3, key3, clk_random;
output [3:0] slot_bcd1;
output [3:0] slot_bcd2;
output [3:0] slot_bcd3;
output mode, carry3;
wire sw3_key3;
wire mode;
wire [3:0] random_100, random_10, random_1;
wire [9:0] random_value;
wire [3:0] stop_bcd;
wire [3:0] go_bcd1;
wire [3:0] go_bcd2;
wire [3:0] go_bcd3;
wire clk_100Hz;
wire carry1, carry2, carry3;
clk_100Hz_mod SLT1 (.clk(clk_random), .rst(1), .clk_out(clk_100Hz));
assign random_1 = random_value%4'b1010;
assign random_10 = ((random_value - random_1)/4'b1010)%4'b1010;
assign random_100 = (random_value - random_1 - (random_10*4'b1010))/7'b1100100;
assign sw3_key3 = (sw3 == 1) && !key3;
slot_display S8 (.go_bcd(go_bcd1),.stop_bcd(stop_bcd),.slot_bcd(slot_bcd1),.mode(mode&&carry2));
slot_display S7 (.go_bcd(go_bcd2),.stop_bcd(stop_bcd),.slot_bcd(slot_bcd2),.mode(mode&&carry1));
slot_display S6 (.go_bcd(go_bcd3),.stop_bcd(stop_bcd),.slot_bcd(slot_bcd3),.mode(mode));
slot_counter S5 (.go_bcd(go_bcd3),.random(random_100),.clk_100Hz(clk_100Hz),.mode(mode),.carry(carry1));
slot_counter S4 (.go_bcd(go_bcd2),.random(random_10),.clk_100Hz(clk_100Hz),.mode(mode&&carry1),.carry(carry2));
slot_counter S3 (.go_bcd(go_bcd1),.random(random_1),.clk_100Hz(clk_100Hz),.mode(mode&&carry2),.carry(carry3));
go_stop_mode S2 (.sw3_key3(key3), .mode(mode), .sw3(sw3));
stop_count S1 (.clk_100Hz(clk_100Hz),.stop_bcd(stop_bcd),.mode(mode));
random R1 (.clk(clk_random),.mode(mode),.random_value(random_value), .key3(key3), .sw3(sw3));
endmodule
module slot_display(go_bcd, stop_bcd, slot_bcd, mode);
input mode;
input [3:0] go_bcd;
input [3:0] stop_bcd;
output [3:0] slot_bcd;
wire [3:0] slot_bcd, stop_bcd, go_bcd;
assign slot_bcd = (mode) ? go_bcd : stop_bcd;
endmodule
module go_stop_mode(sw3_key3, mode, sw3);
input sw3_key3, sw3;
output reg mode;
always@(negedge sw3_key3)
begin
if(sw3 == 1) begin
if(mode == 1)
mode = 0;
else
mode = 1;
end end
endmodule
module slot_counter(go_bcd, random, clk_100Hz, mode, carry);
input [3:0] random;
input clk_100Hz, mode;
output reg [3:0] go_bcd;
output reg carry;
reg [9:0] count_random;
wire [6:0] number [0:9];
assign number[0] = (random)%4'b1010;
assign number[1] = (random + 4'b0001)%4'b1010;
assign number[2] = (random + 4'b0010)%4'b1010;
assign number[3] = (random + 4'b0011)%4'b1010;
assign number[4] = (random + 4'b0100)%4'b1010;
assign number[5] = (random + 4'b0101)%4'b1010;
assign number[6] = (random + 4'b0110)%4'b1010;
assign number[7] = (random + 4'b0111)%4'b1010;
assign number[8] = (random + 4'b1000)%4'b1010;
assign number[9] = (random + 4'b1001)%4'b1010;
always@ (posedge clk_100Hz)
begin
if(mode == 0)
begin
count_random <= 0;
carry <= 0;
end
else if(count_random < 498)
begin
count_random <= count_random + 1'b1;
carry <= 0;
end
else
begin
count_random <= count_random;
carry <= 1;
end
end
always@ (*)
begin
if(count_random < 2) 
go_bcd <= number[4];
else if(count_random < 7)
go_bcd <= number[5];
else if(count_random < 13)
go_bcd <= number[6];
else if(count_random < 23)
go_bcd <= number[7];
else if(count_random < 33)
go_bcd <= number[8];
else if(count_random < 43)
go_bcd <= number[9];
else if(count_random < 53)
go_bcd <= number[0];
else if(count_random < 63)
go_bcd <= number[1];
else if(count_random < 74)
go_bcd <= number[2];
else if(count_random < 86)
go_bcd <= number[3];
else if(count_random < 100)
go_bcd <= number[4];
else if(count_random < 115)
go_bcd <= number[5];
else if(count_random < 149)
go_bcd <= number[6];
else if(count_random < 224)
go_bcd <= number[7];
else if(count_random < 343)
go_bcd <= number[8];
else if(count_random < 497)
go_bcd <= number[9];
else if(count_random < 500)
go_bcd <= number[0];
else;
end
endmodule
module random (random_value, mode, clk, key3, sw3);
input mode, clk, key3, sw3;
output reg [9:0] random_value;
reg [9:0] random_count = 0;
always@(posedge clk)
begin
if(random_count < 999)
random_count <= random_count + 1;
else
random_count <= 0;
end
always@(posedge key3)
begin
if(sw3 == 1) begin
random_value <= random_count;
end
end
endmodule
module stop_count (clk_100Hz, stop_bcd, mode);
input clk_100Hz, mode;
output reg [3:0] stop_bcd;
always@(posedge clk_100Hz)
begin
if(stop_bcd < 9)
stop_bcd <= stop_bcd + 1;
else
stop_bcd <= 0; 
end
endmodule
module clk_100Hz_mod(clk, rst, clk_out);
input clk, rst;
reg [17:0] cnt_out;
wire [17:0] count_out;
wire invert_q;
output clk_out;
assign invert_q = !clk_out;
always @(posedge clk or negedge rst)
 begin
   if(!rst)
  cnt_out <= 0;
 else if(cnt_out < 249999)
  cnt_out <= cnt_out + 1'b1;
 else
  cnt_out <= 0;
 end
assign count_out  = cnt_out;
dff_counter2 DUT (.d(invert_q), .clk(count_out[17]), .rst(rst), .q(clk_out));
endmodule
### /design/flow/run.sh
#!/bin/bash
# OpenROAD 26Q1-2900-gdf79404cd8, Yosys 0.63+post, stock flow scripts
make -C /OpenROAD-flow-scripts/flow DESIGN_CONFIG=/design/flow/config.mk WORK_HOME=/design/flow/orfs finish
### /design/flow/config.mk
export PLATFORM = sky130hd
export DESIGN_NAME = slot_counter
export DESIGN_NICKNAME = slot_counter
export VERILOG_FILES = /design/flow/design.v
export SDC_FILE = /design/flow/constraint.sdc
export NUM_CORES = 4
export LEC_CHECK = 1
export CORE_AREA = 10 10 98 98
export DIE_AREA = 0 0 108 108
### /design/flow/constraint.sdc
current_design slot_counter

set clk_period 2.8
set clk_io_pct 0.2

create_clock -name clk0 -period $clk_period [get_ports {clk_100Hz}]

set non_clock_inputs [all_inputs -no_clocks]
set_input_delay [expr $clk_period * $clk_io_pct] -clock clk0 $non_clock_inputs
set_output_delay [expr $clk_period * $clk_io_pct] -clock clk0 [all_outputs]
==> deck_impl_summary.md <==
Flow Results at a Glance

Global routing
  • Initial antenna violation count: 0
  • Grt total ovfl: 0
  • Largest net degree at the start of global routing: 22
  • Number of global-route vias before repair: around 1700
  • First-pass GRT wire length: ~8200 um
  • GRT Util Overall: under 10%

Synth
  • Synth top cells by count: inv_1 (17), ha_1 (16), nor2_1 (15), o21ai_0 (14), dfxtp_1 (11)
  • Yosys warning tally: 1
  • Ys cells: around 250
  • Yosys Chip Area: between 1500 and 2000 um2
  • Comb area leader: AND-OR/OR-AND gates
  • Cell variety after synth: roughly 71
  • Cell taking the most area after synthesis: dfxtp_1
  • Post-Synth XOR/XNOR Area: 5.38%
  • Basic Gates by Area: approximately a quarter
  • Fraction of registers with async set or reset after synthesis: 0%
  • Syn avg cell area: approximately 7.8 um2
  • Mux share: about 3.1%
  • Synth Instances: approximately 250
  • Top FF cell, synth: dfxtp_1
  • Post-Syn Area: between 1500 and 2000 um2
  • Yosys reg bits: 15
  • Aoi share: between 30% and 40%
  • Count of library flops with an enable pin: 0
  • Adder share: 10.2%
  • Largest cells by area: dfxtp_1 (11%), ha_1 (10%), o21ai_0 (3.6%)
  • Yosys top cell by instances: inv_1
  • Top cell area share: 11.3%

Routing
  • ANT nets after route: 0
  • Starting DRC count in detailed routing: roughly 170
  • Drc violations: 0
  • Vias per cell: about 5.2
  • Ant diodes: 0
  • DR WL/cell: 13.1 um
  • Via count: 1831
  • DRT Wirelength: 4620 um
  • DR pass1 iterations: 4

Timing
  • Endpoints left unconstrained: 8
  • Fin. max-slew vios: 0
  • Hold_ws: 0.606 ns
  • Setup_tns: 0 ns
  • RSZ-0062 raised after global routing: false
  • Worst Skew: about 0.0029 ns
  • Post-layout period usage: approximately four fifths
  • Fmax achieved: around 0.44 GHz
  • Rel. slew slack: a little under half
  • Register pins left without a clock: 4
  • Worst Tran Pin Value: a little under 0.8 ns
  • Hold Fails Final Rpt: 0
  • Final setup viols: 0
  • Min Tclk post-route: about 2.3 ns

Floorplanning
  • Die height: 108 um
  • Total die area: between 10000 and 15000 um2
  • # IOs: 11
  • Die width: 108 um
  • Core footprint: between 7000 and 8000 um2
  • FP Util: roughly a quarter
  • Row cnt: 32

Critical path
  • Worst setup SP type: flip-flop
  • FF-to-FF path depth: 5
  • Worst path depth: 5
  • Worst path max stage delay: about 0.5 ns
  • Crit path buf inv count: 0
  • Worst Path Max Fanout: 20
  • Crit Path Class: flip-flop to flip-flop
  • Family with the most delay on the worst path: simple AND/OR/NAND/NOR gates
  • CP arrival: 2.43 ns
  • CP required: ~3 ns
  • Crit end category: flip-flop
  • Critical path's slowest cell: a21oi_1
  • Crit path cell chain: or3_1, a21oi_1, nand4_1, or3_1, a21oi_1

Min path
  • Worst min-delay path category: flip-flop to flip-flop
  • Worst hold stages: 2

Place
  • Placer Congestion: around 0.92
  • Number of port buffers: 10
  • Placed inst area: roughly 2100 um2
  • Final HPWL DP: about 3500 um

Clock tree
  • Htree depth: 1
  • CTS buffer count: 3
  • Clk latency late pin: 0.23 ns
  • CTS tree: yes
  • Clock-pin slew on the worst setup and hold paths: 0.05 ns
  • Longest Clk Path Bufs: 2
  • Post-CTS resize count: 0
  • Setup Fix Bufs, Post-CTS: 0
  • # hold bufs at CTS: 0
  • CTS Root Buffer Type: clkbuf_8

Flow run
  • Tool warnings: 34
  • Maxcap violations: 0

Pwr
  • Power Density: 284 nW/um2
  • Pwr Total: about 0.61 mW
  • Leak Pwr: ~0.82 nW
  • VDD IR-drop max: roughly 0.00012 V

Status
  • Status: finished, final reports clean

Final layout
  • Finished Cell Area: about 2100 um2
  • Layout cells sized above 1: a little over an eighth
  • P&R area growth vs syn: 9.86%
  • Post-Route Utilization: around 28%
==> worst register-to-register path, stage by stage (launching register included) <==
cell and delay (ns):
dfxtp_1 0.48, or3_1 0.50, a21oi_1 0.51, nand4_1 0.23, or3_1 0.34, a21oi_1 0.13
==> path summary, 6_finish.rpt <==
path	end	slack (ns)	start
setup / recovery	count_random[7]	0.53	count_random[3]
hold / removal	count_random[0]	0.61	count_random[0]
setup reg to reg	count_random[7]	0.53	count_random[3]
hold reg to reg	count_random[0]	0.61	count_random[0]
==> metrics by stage <==
step / instances / setup WS, ns
6_report: 352 / 0.531
5_1_grt: 352 / 0.427
4_1_cts: 352 / 0.576
3_5_place_dp: 348 / 0.580
3_3_place_gp: 348 / 0.675
2_1_floorplan: 251 / 0.850
==> kinds of logic after synthesis <==
group | Yosys count
AND-OR/OR-AND | 84
XOR/XNOR | 12
adder cells (fa/ha/maj) | 16
buffers and inverters | 35
flip-flops | 11
latches | 4
multiplexers | 5
AND/OR/NAND/NOR | 84
==> layer usage <==
layer	share of wire (%)	GRT usage [%]
met1	52	12.3
met2	44	12.8
met3	3.6	0.361
met4	1.3	1.05
met5	0	0
==> power by group <==
| group | leakage, nW | total, mW | switching (mW) | internal [mW] |
|---|---|---|---|---|
| logic | 0.673 | 0.282 | 0.147 | 0.135 |
| clock network | 0.0228 | 0.151 | 0.0516 | 0.0993 |
| registers | 0.121 | 0.177 | 0.00984 | 0.167 |
==> layout by cell type, fill, tap and decap left out, drive strengths merged, types with 4 or more instances in the layout <==
| cell type | instances |
|---|---|
| clkbuf | 4 |
| dfxtp | 11 |
| or2 | 6 |
| and2 | 6 |
| clkdlybuf4s50 | 10 |
| nand3b | 5 |
| nand2 | 10 |
| xnor2 | 8 |
| nand3 | 6 |
| o211ai | 5 |
| nand2b | 4 |
| inv | 17 |
| dlxtn | 4 |
| xor2 | 4 |
| a211oi | 6 |
| a31oi | 6 |
| nor2 | 15 |
| ha | 16 |
| nor3 | 6 |
| o21ai | 17 |
| a21oi | 11 |
| a21o | 5 |
==> state kept, by name, indices dropped and copies added (netlist names) <==
signal	cells
carry	1
count_random	10
go_bcd	4
==> final cells by class <==
| class | instances | area, um2 |
|---|---|---|
| flip-flops and latches | 15 | 280 |
| well taps | 102 | 128 |
| multi-input cells | 201 | 1510 |
| fillers | 794 | 5500 |
| inverters | 18 | 67.6 |
| repair buffers | 12 | 115 |
| clock buffers | 4 | 45.0 |
Power is estimated from default activity; no workload was simulated.
