**design.v**
```verilog
module bcd_to_seg(button1,button2,button3,button4,
						sw1, sw2, sw3, sw4,clk,
						tap_out,ampm,
                  blink_count1,blink_count2,blink_count3,blink_count4,blink_count5,blink_count6,setting_toggle,count);
   input button1,button2,button3,button4,setting_toggle,sw1, sw2, sw3, sw4;
	input clk;
	input [1:0] tap_out;
   output [3:0] blink_count1,blink_count2,blink_count3,blink_count4,blink_count5,blink_count6;
   output  [1:0] ampm;
	output   [3:0] count;
   wire[3:0] count1, count2, count3, count4, count5, count6;
   wire [3:0] blink_count1, blink_count2, blink_count3, blink_count4, blink_count5, blink_count6;
	wire carry_p1;
	wire carry_p2;
	wire carry_p3;
	wire carry_p4;
	wire carry_p5;
	wire carry_p6;
   wire carry_m1;
	wire carry_m2;
	wire carry_m3;
	wire carry_m4;
	wire carry_m5;
	wire carry_m6;
	wire [3:0] game_count1;
	wire [3:0] game_count2;
	wire [3:0] game_count3;
	wire [3:0] game_count4;
	wire [3:0] game_count5;
	wire [3:0] game_count6;
	wire game_clk1;
	wire game_clk2;
	wire game_clk3;
	reg  flg_tap;
	reg [3:0] alm_min01=0;
	reg [3:0] alm_min10=0;
	reg [3:0] alm_hou01=0;
	reg [3:0] alm_hou10=0;
	reg [3:0] alm_AP;
	reg [3:0] tap;
	integer num=0;
	always @ (posedge !button4)
	begin
		if(blink_count3 >=3)
			begin
				tap <= 0;
			end
	end
	assign count = ((tap ==9) ? 9: count1) ;
	assign blink_count1 = (clk && setting_toggle && tap_out == 0) ? 4'b1111 : count1; 
	assign blink_count2 = (clk && setting_toggle && tap_out == 0) ? 4'b1111 : count2; 
	assign blink_count3 = (clk && setting_toggle && tap_out == 1) ? 4'b1111 : count3; 
	assign blink_count4 = (clk && setting_toggle && tap_out == 1) ? 4'b1111 : count4; 
	assign blink_count5 = (clk && setting_toggle && tap_out == 2) ? 4'b1111 : count5; 
	assign blink_count6 = (clk && setting_toggle && tap_out == 2) ? 4'b1111 : count6; 
	mod_10_re_counter CNT1(.tap_out(tap_out == 0),.clk(clk && !setting_toggle),.count(count1),.carry_p(carry_p1),.button3(button3));
	mod_06_re_counter CNT2(.clk(carry_p1),.count(count2),.carry_p(carry_p2),.button4(button4));
	mod_10_re_counter CNT3(.gap(back_t1),.tap_out(tap_out == 1),.clk(carry_p2),.count(count3),.carry_p(carry_p3),.button3(button3),.button4(button4));
	mod_06_re_counter CNT4(.gap(back_t2),.clk(carry_p3),.count(count4),.carry_p(carry_p4),.button4(button4));
	mod_24_re_counter CNT24(.tap_out(tap_out==2),.clk(carry_p4),.count(count5),.count_ten(count6),.carry_p(carry_p5),.button3(button3),.ampm(ampm));
endmodule
module mod_10_re_counter(clk, count, carry_p, button3,button4,tap_out,gap);
    output reg [3:0] count;
	 output reg carry_p;
	 input clk, button3,button4;
	 input [1:0] tap_out;
	 wire clk_button;
	 assign clk_button = (clk || (!button3 && tap_out));
	 input [3:0] gap;
	 always@(posedge clk_button)
	 begin
	   if(count < 9)
	    begin
	    count <= count + 1;
	    carry_p <= 0;
	    end
	   else
	    begin
	    count <= 0;
	    carry_p <= 1;
	    end
		end
endmodule
module mod_24_re_counter(clk, count_ten, count, carry_p, button3,tap_out,ampm);
    output reg [3:0] count;
	 output reg [3:0] count_ten;
	 output reg carry_p;
	 output reg ampm;
	 input clk, button3;
	 input [1:0] tap_out;
	 wire clk_button;
	 assign clk_button = (clk || (!button3 && tap_out));
	 always@(posedge clk_button)
	 begin
		 if(count <9)
			begin
				count <= count +1;
				if(count_ten==1 && count ==1)
					begin
						ampm <=ampm +1;
					end
				if(count_ten == 1&& count ==2)  
					begin
						count <= 0;
						count_ten <=0;
					end
			end
		 else if(count == 9)
			begin
				count <=0;
				count_ten <= count_ten +1;
			end
		 end
endmodule
module mod_06_re_counter(minus,button3,button4,clk,count,carry_p,carry_m,gap);
    output reg [3:0] count;
	 output reg carry_p;
	 output carry_m;
	 input minus;
	 input button3;
	 input button4;
    input clk;
	 input [3:0] gap;
	 reg [3:0] counter_out;
	 reg carry_p_out;
	 reg carry_m_out;
	 always@(posedge clk)
	 begin
	 if(count < 5)
	 begin
	 count <= count + 1;
	 carry_p <=0;
	 end
	 else
	 begin
	 count <= 0;
	 carry_p <= 1;
	 end
	 end
endmodule
```
**run.sh**
```bash
#!/bin/bash
# OpenROAD 26Q1-2900-gdf79404cd8, Yosys 0.63+post, stock flow scripts
make -C /OpenROAD-flow-scripts/flow DESIGN_CONFIG=/design/flow/config.mk WORK_HOME=/design/flow/orfs finish
```
**config.mk**
```make
export PLATFORM = sky130hd
export DESIGN_NAME = bcd_to_seg
export DESIGN_NICKNAME = bcd_to_seg
export VERILOG_FILES = /design/flow/design.v
export SDC_FILE = /design/flow/constraint.sdc
export NUM_CORES = 4
export LEC_CHECK = 1
export CORE_AREA = 10 10 105 105
export DIE_AREA = 0 0 115 115
```
**constraint.sdc**
```tcl
current_design bcd_to_seg

set clk_period 1.7
set clk_io_pct 0.2

create_clock -name clk0 -period $clk_period [get_ports {button4}]

set non_clock_inputs [all_inputs -no_clocks]
set_input_delay [expr $clk_period * $clk_io_pct] -clock clk0 $non_clock_inputs
set_output_delay [expr $clk_period * $clk_io_pct] -clock clk0 [all_outputs]
```
==> flow_metrics.tcl <==
# collected from the flow reports
set metrics [dict create \
    cp-start-kind "primary input" \
    setup_viol 0 \
    async_reset_ff_frac 0 \
    routed_via_density 3.56 \
    cpMaxStageDelayCell "clkdlybuf4s50_1" \
    xor_share 0.0429 \
    syn_avg_cell_area_um2 9.59 \
    setup_ws_ns 0.0329 \
    fp.dieW_um 115 \
    pre_cts_slack_ns -0.490 \
    drc 0 \
    power.switching_mw 0.0263 \
    cp_max_fo 6 \
    drtIter0Drc 18 \
    yosysChipArea_mm2 0.00143 \
    status "complete, no violations" \
    portBuffers 34 \
    dp_cells 293 \
    antenna_left 0 \
    mux_share 0 \
    ys.flops 29 \
    grt_pass1_vias 1043 \
    power_leakage_nw 1.02 \
    wl_per_cell_um 9.74 \
    max_freq_ghz 0.600 \
    comb_area_um2 703 \
    hpwl_mm 2.39 \
    grt_first_pass_wirelength_mm 4.77 \
    worstMarginPinSlew_ns 0.630 \
    ff_type "dfxtp_1" \
    cp.required_ns 1.36 \
    unclocked_regs 29 \
    whs_ns 1.15 \
    synth_cell_type_count 28 \
    grt_max_degree 10 \
    synth.largest_area_cell "dfxtp_1" \
    top_cells_by_area "dfxtp_1, edfxtp_1, ha_1" \
    top_area_frac 0.280 \
    drive_gt1_frac 0.147 \
    irDropWorstVdd_mv 0.0161 \
    slew_headroom 0.579 \
    rsz0062_at_grt "no" \
    yosys_warnings 12 \
    yosys-top-cells-count "dfxtp_1, inv_1, nor2_1, ha_1, nand2_1" \
    hold_viol_final 0 \
    grt_overflow 0 \
    antenna_found_initial 0 \
    min_period_ns 1.67 \
    routed_wl_mm 2.91 \
    n_antenna_cell 0 \
    synthTopLogicFamily "simple AND/OR/NAND/NOR gates" \
    nFillCells 949 \
    io_pins 42 \
    core_region_area_mm2 0.00876 \
    warnings 42 \
    p_sw_frac 0.302 \
    num_rows 34 \
    num_vias 1065 \
    flop_area_um2 671 \
    netlist_area_mm2 0.00143 \
    stdcell_count 299 \
    top_cell "dfxtp_1" \
    clockPowerShare 0 \
    yosys.area_share.simple 0.258 \
    syn_inst 149 \
    combPwrFrac 0.748 \
    area_growth_pct 41.8 \
    untimed_endpoints 43 \
    path_buffers 3 \
    drt_pass1_iterations 2 \
    crit_start "tap_out[1]" \
    ys_sh_aoi 0.0438 \
    gp_congestion 0.798 \
    edf_count 9 \
    hold_path_class "in -> out" \
    report.final.slew_viol_count 0 \
    adder_share 0.123 \
    die_h_um 115 \
    p_int_mw 0.0606 \
    seq_power_share 0.252 \
    path_class "in -> out" \
    min_from "clk" \
    grt.total_usage 0.0421 \
    maxCapViolCount 0 \
    hold_buffers 0 \
    ys_seq_frac 0.469 \
    path_cells "buf_4 > nand4b_1 > buf_6 > nand2_2 > clkdlybuf4s50_1" \
    power.density_mw_per_mm2 42.9 \
    cp.arrival_ns 1.33 \
    die_area_mm2 0.0132 \
    period_used_share 0.981 \
    cp-end-kind "output port" \
    initCoreUtil 0.163 \
    critical_path.top_delay_family "buffers and inverters" \
    ys_cells 149 \
    cp_slowest_stage_delay_ns 0.46 \
]
worst paths after layout:
| path | endpoint | slack, ns | cells after the start |
|---|---|---|---|
| worst max-delay path | blink_count4[1] | 0.03 | 5 |
| worst min-delay path | blink_count5[0] | 1.15 | 5 |
worst min-delay path, delay by kind of cell:
family / cells / cell delay [ns]
buffers and inverters: 3 / 0.31
AND/OR/NAND/NOR: 2 / 0.15
cell usage in the layout, fill, tap and decap left out, types with 5 or more instances in the layout:
cell,synthesis,layout
dfxtp_1,20,20
inv_1,19,19
nor2_1,17,17
ha_1,14,14
dlymetal6s2s_1,0,13
edfxtp_1,9,9
nand2b_1,10,9
nand2_1,12,9
buf_4,2,9
dlygate4sd2_1,0,9
clkdlybuf4s50_1,0,8
or2_2,7,5
nand3_1,5,5
xnor2_1,5,5
buf_6,0,5
power groups by stage:
stage	Combinational, mW	Sequential (mW)	Clock (mW)
4_1_cts	0.0593	0.0219	0
5_1_grt	0.0726	0.0219	0
6_report	0.0650	0.0219	0
sequential cells by signal, indices dropped and copies added (netlist names):
register,cells
CNT24.ampm,1
CNT4.count,4
CNT3.count,4
CNT2.count,4
CNT3.carry_p,1
CNT24.count,4
CNT4.carry_p,1
CNT1.count,4
CNT2.carry_p,1
CNT1.carry_p,1
CNT24.count_ten,4
layout make-up:
class | instances | share of cell area
Inverter | 19 | 0.0352
Multi-Input combinational cell | 99 | 0.347
Sequential cell | 29 | 0.331
Tap cell | 108 | 0.0667
Timing Repair Buffer | 44 | 0.220
per-stage QoR:
step | utilization | area (um^2) | TNS [ns] | total power [mW]
6_report | 0.231 | 2030 | 0 | 0.0869
5_1_grt | 0.231 | 2030 | 0 | 0.0945
4_1_cts | 0.220 | 1930 | 0 | 0.0812
3_5_place_dp | 0.219 | 1920 | -10.10 | 0.0816
3_3_place_gp | 0.219 | 1920 | -10.16 | 0.0816
2_1_floorplan | - | 1430 | 0 | 0.0377
layer usage:
| layer | vias up | share of wire | track usage |
|---|---|---|---|
| li1 | 567 | - | - |
| met1 | 476 | 0.51 | 0.0550 |
| met2 | 22 | 0.42 | 0.0724 |
| met3 | 0 | 0.070 | 0.0116 |
| met4 | 0 | 0 | 0 |
| met5 | - | 0 | 0 |
what timing repair did:
action / in CTS / in global routing
endpoints found under the setup margin: 24 / 16
resized: 31 / 22
cloned: 0 / 0
pin swaps: 5 / 1
buffers inserted: 2 / 5
cells by family (layout without fill, tap and decap cells):
group,count (synthesis),after routing
xor+xnor,7,7
compound gates,9,9
flops,29,29
simple gates,68,68
fa+ha+maj,14,14
buf+inv,21,63
other cells,1,1
Power and IR drop assume default switching activity.
